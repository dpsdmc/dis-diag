[flow/config.mk]
export PLATFORM = sky130hd
export DESIGN_NAME = activation_function
export DESIGN_NICKNAME = activation_function
export VERILOG_FILES = /design/flow/design.v
export SDC_FILE = /design/flow/constraint.sdc
export NUM_CORES = 4
export LEC_CHECK = 1
export CORE_UTILIZATION = 30
[flow/constraint.sdc]
current_design activation_function

set clk_period 35.5
set clk_io_pct 0.2

create_clock -name clk0 -period $clk_period

set non_clock_inputs [all_inputs -no_clocks]
set_input_delay [expr $clk_period * $clk_io_pct] -clock clk0 $non_clock_inputs
set_output_delay [expr $clk_period * $clk_io_pct] -clock clk0 [all_outputs]
[flow/design.v]
module activation_function  #(
                    						 parameter voltage_size = 24,
                    						 parameter activation_size = 54,
                    						 parameter bias_size = 6
						 						     ) 
					   (
					   input wire signed  [voltage_size -1 -1 : 0] sum_weights_into_inputs, 				 
						input wire signed [bias_size -1 : 0] bias,			 
						output reg signed [activation_size -1 : 0] activation_value			 
					   );                                                              
  wire signed  [voltage_size : 0] sum_weights_into_inputs_plus_bias ;
  assign sum_weights_into_inputs_plus_bias = sum_weights_into_inputs + bias;		 
  always @ (*)
	begin
		if (sum_weights_into_inputs_plus_bias > 0)
			begin
				activation_value = sum_weights_into_inputs_plus_bias + (sum_weights_into_inputs_plus_bias * sum_weights_into_inputs_plus_bias);
			end
		else if (-2 <= sum_weights_into_inputs_plus_bias <= 0)
			begin
				activation_value = sum_weights_into_inputs_plus_bias + ((sum_weights_into_inputs_plus_bias * sum_weights_into_inputs_plus_bias) << 4 );				
			end
		else
			begin
				activation_value = 0;
			end	
	end	
endmodule		
[flow/run.sh]
#!/bin/bash
# OpenROAD 26Q1-2900-gdf79404cd8, Yosys 0.63+post, stock flow scripts
make -C /OpenROAD-flow-scripts/flow DESIGN_CONFIG=/design/flow/config.mk WORK_HOME=/design/flow/orfs finish
==> results.cfg <==
; physical design summary
[yosys]
syn_inst = 2884
synthesis.area_um2 = 24900
yosysWarnings = 1
yosysSeqAreaShare_pct = 0
synth_area_per_cell_um2 = 8.63
ys_area_um2 = 24900
synth.distinct_cells = 95
ys_cells = 2884

[worst_setup_path]
startpoint_type = input pin
critPathMaxFanout = 25
path_delay_family = AND-OR/OR-AND gates
cp.buffers_inverters = 6
crit_top_cell = fa_1
cpPeakStageDelay_ns = 0.83
critPathKind = input pin to output port
cp.depth = 46
crit_end = activation_value[46]
cp_slowest_cell = clkdlybuf4s50_1
critPathLaunch = bias[5]
endpoint_kind = output port
required_ns = 28.40
worstPathArrival_ns = 20.53

[global_routing]
grtUsageTotal_pct = 18.8
grt_pass1_wl_mm = 117
grt.overflow.total = 0
grt_pass1_vias = 21100
grt_antenna_before_repair = 0
grt_max_degree = 45

[floorplan]
fp_util_pct = 30.3
chipArea_um2 = 84100
fp.dieW_um = 290
die_h_um = 290
pin_count = 83
core_um2 = 82100
num_rows = 105

[sta]
finalSetupTns_ns = 0
rsz0062_at_grt = no
tightest_slew_ns = 0.771
holdWs_ns = 15.82
min_period_over_period_pct = 77.8
slew_headroom_pct = 48.2
fmax_mhz = 36.2
hold_viol = 0
finalMaxSlewViolations = 0
final-setup-viol-count = 0
setup_ws_ns = 7.87
fin_crit_ns = 27.63

[routing]
num_vias = 19500
wl_per_cell_um = 18.2
drtPass1Iterations = 5
post_drt_via_cell_ratio = 4.89
drc_errors = 0
first_iter_violations = 1052
postRouteAntennaNets = 0
antenna_cells_inserted = 0
wl_mm = 72.4

[placed_design]
dp.final_hpwl_mm = 60.8
gp_congestion = 0.977
post-place-ws_ns = 7.91
portBuffers = 83
dpl-instance-area_um2 = 27000

[run]
warning_count = 40
cap_violations = 0

[final_layout]
regArea_um2 = 0
area_growth_pct = 8.49
seq_cells = 0
final_area_um2 = 27000
drive_gt1_share_pct = 3.78
nClkBuffers = 0

[clocking]
ctsResizeCount = 0
cts_hold_buffers = 0
post_cts_buffers = 0

[status]
status = completed

[worst_hold_path]
hold_path_class = input pin to output port
layout make-up:
type,instances,area (µm²)
multi-input combinational,2084,21900
tap,1070,1340
fill,8496,55100
timing repair buffer,119,1100
inverter,710,2670
cells in the mapped netlist, drive strengths merged, types with 3 or more instances:
cell type	count	area, µm²
nor3	31	166
nand4	26	163
or2	6	37.5
nand3	34	170
o2111ai	3	26.3
a41oi	4	50.1
and3	13	81.3
o21ai	93	495
mux2i	4	40.0
a211o	9	78.8
xnor2	103	928
nor2	199	749
o32ai	4	35.0
clkinv	5	18.8
nand2b	19	119
a31oi	21	153
and4	9	78.8
nor2b	12	75.1
xor2	58	534
inv	705	2650
a31o	7	61.3
o21a	17	128
and2	9	56.3
a21oi	139	714
ha	235	2940
o21bai	22	165
or3	3	23.8
o22ai	34	213
a21o	72	541
buf	32	175
a211oi	18	165
nor4	9	77.6
nand2	251	947
a221oi	7	97.6
clkbuf	58	218
o31ai	4	43.8
fa	556	11100
a21boi	3	22.5
o211ai	8	70.1
a2111oi	7	100
logic make-up after synthesis:
| family | synth area share, % |
|---|---|
| compound gates | 13.6 |
| xor+xnor | 5.88 |
| fa+ha+maj | 56.7 |
| buf+inv | 12.3 |
| mux | 0.161 |
| simple gates | 11.4 |
placed cells by master (no fill, tap or decap), types with 18 or more instances in the layout:
cell type / count
inv_1: 694
fa_1: 556
nand2_1: 249
ha_1: 235
nor2_1: 198
a21oi_1: 134
xnor2_1: 98
clkdlybuf4s50_1: 83
a21o_1: 72
o21ai_0: 67
xor2_1: 52
buf_4: 36
nand3_1: 34
o22ai_1: 34
nor3_1: 30
nand4_1: 26
o21ai_1: 22
o21bai_1: 22
nand2b_1: 19
a31oi_1: 18
worst min path at each step:
stage	start	endpoint	slack (ns)	cells past startpoint
4_1_cts	bias[0]	activation_value[4]	15.87	6
5_1_grt	bias[0]	activation_value[4]	15.91	6
6_report	bias[1]	activation_value[1]	15.82	6
routing by layer:
| layer | vias to the layer above | part of all wire, % | global-route usage (%) |
|---|---|---|---|
| li1 | 9090 | - | - |
| met1 | 9573 | 39 | 23.8 |
| met2 | 651 | 49 | 31.7 |
| met3 | 156 | 7.2 | 4.25 |
| met4 | 0 | 4.7 | 6.82 |
| met5 | - | 0 | 0 |
metrics by stage:
| stage | util (%) | cells |
|---|---|---|
| after detailed placement | 32.9 | 3983 |
| after global placement | 32.9 | 3983 |
| after floorplan | - | 2884 |
| final | 32.9 | 3983 |
| after global routing | 32.9 | 3983 |
| after CTS | 32.9 | 3983 |
