==> /design/flow/design.v <==
module x_w_calculator_layer_1  #(
                    						 parameter weight_size = 7,
                    						 parameter input_size = 11
						 						 ) 
					   (
					   input wire signed [input_size - 1 : 0] x,
					   input wire signed   [weight_size -1 : 0] weight, 				      	  
					   output wire signed  [(weight_size + input_size) -1 : 0] input_into_weight 		
					   );                                                       
  assign input_into_weight = (x * weight);  			  
endmodule		
==> /design/flow/run.sh <==
#!/bin/bash
# OpenROAD 26Q1-2900-gdf79404cd8, Yosys 0.63+post, stock flow scripts
make -C /OpenROAD-flow-scripts/flow DESIGN_CONFIG=/design/flow/config.mk WORK_HOME=/design/flow/orfs finish
==> /design/flow/config.mk <==
export PLATFORM = sky130hd
export DESIGN_NAME = x_w_calculator_layer_1
export DESIGN_NICKNAME = x_w_calculator_layer_1
export VERILOG_FILES = /design/flow/design.v
export SDC_FILE = /design/flow/constraint.sdc
export NUM_CORES = 4
export LEC_CHECK = 1
export CORE_UTILIZATION = 50
==> /design/flow/constraint.sdc <==
current_design x_w_calculator_layer_1

set clk_period 9.7
set clk_io_pct 0.2

create_clock -name clk0 -period $clk_period

set non_clock_inputs [all_inputs -no_clocks]
set_input_delay [expr $clk_period * $clk_io_pct] -clock clk0 $non_clock_inputs
set_output_delay [expr $clk_period * $clk_io_pct] -clock clk0 [all_outputs]
==> results.toml <==
# generated from flow reports
[run_status]
status = "complete, no violations"

[drt]
antenna-diode-count = 0
ant_nets = 0
drtIter0Drc = 69
post_drt_wl_per_cell_um = 12.4
viasPerCell = 4.97
first_pass_iters = 5
wirelength_um = 5500
vias = 2196
drc = 0

[layout]
design.seq.count = 0
ff_latch_area_um2 = 0
num-clock-buffers = 0
area_growth_pct = 14.4
drive_gt1_share_pct = 1.08

[pwr]
seq_power_share_pct = 0
powerDensity_mw_per_mm2 = 235
swShare_pct = 44.4
combPwrFrac_pct = 100.0
peakVddDrop_uv = 277
p_leak_nw = 1.70
intPower_uw = 435
p_sw_uw = 348
p_clk_share_pct = 0

[timing]
rsz0062_at_grt = "false"
slew_viol_final = 0
hold_viol_final = 0
fmax_mhz = 112
finalCritPeriodShare_pct = 92.2
min_period_ns = 8.94
worst_pin_slew_ns = 0.408
slew_headroom_pct = 72.7
final-setup-viol-count = 0
finalSetupTns_ns = 0
whs_ns = 4.97

[synth]
top_cell = "inv_1"
yosys_warnings = 0
top_cells_by_count = "81 x inv_1, 59 x fa_1, 58 x and2_1, 36 x ha_1, 20 x nor2_1"
ys_area_mm2 = 0.00292
synthesis.area_mm2 = 0.00292
synth.top_cell.area_share_pct = 40.5
synthCells = 342
ys_types = 30
area_leaders = "fa_1 40%, ha_1 15%, and2_1 12%"
ys_seq_share_pct = 0
yosysTopAreaCell = "fa_1"
yosysCellCount = 342
syn_area_per_cell_um2 = 8.53

[grt]
grt_overflow_total = 0
grt_use_total_pct = 22.5
grt_antenna_before_repair = 0
grt_pass1_wl_um = 10500
grt_max_degree = 12
grt_pass1_vias = 2397

[floorplanning]
die_h_um = 78.4
chipWidth_um = 78.4
rows = 27
core_mm2 = 0.00557
die-area_mm2 = 0.00614
initial_core_util_pct = 52.3
io_pins = 36

[hold_path]
hold_path.class = "in -> out"
min_from = "x[0]"

[place]
dp_hpwl_um = 4750
gp_congestion = 0.837
portBuffers = 36

[setup_path]
cp_max_fo = 11
cp.required_ns = 7.76
end_kind = "output pin"
worstSetupPathType = "in -> out"
crit_path_start_kind = "primary input"
crit_start = "weight[1]"
cp_data_arrival_time_ns = 7.00

[job]
warnings = 33
maxCapViolCount = 0

[clock_tree]
ctsResizeCount = 0
holdBufCountCts = 0
cts_setup_buffers = 0
-- metrics by stage --
step                      power, mW  cell area (um2)  cells  util [%]  worst slack, ns
after global placement        0.793             3340    442      59.9            0.744
after floorplan               0.486             2920    342         -             2.00
after detailed placement      0.793             3340    442      59.9            0.771
after CTS                     0.799             3340    442      59.9            0.736
after global routing          0.906             3340    442      59.9            0.435
final                         0.783             3340    442      59.9            0.759
-- final timing paths --
kind / to / slack [ns] / cells past startpoint
max: input_into_weight[16] / 0.76 / 17
min: input_into_weight[0] / 4.97 / 3
-- kinds of logic (layout without fill, tap and decap cells) --
| group | after synthesis | after routing | share of synthesized area [%] |
|---|---|---|---|
| simple gates | 108 | 108 | 20.2 |
| fa+ha+maj | 95 | 95 | 55.9 |
| buf+inv | 89 | 117 | 11.4 |
| compound gates | 33 | 33 | 7.38 |
| xor+xnor | 17 | 17 | 5.10 |
-- critical path, cell delays in order --
cell             delay (ns)
clkdlybuf4s50_1        0.71
and2_1                 0.29
inv_1                  0.08
fa_1                   0.48
inv_1                  0.05
fa_1                   0.50
fa_1                   0.49
inv_1                  0.04
fa_1                   0.47
inv_1                  0.04
ha_1                   0.36
and3_1                 0.24
nand4_1                0.10
a21oi_1                0.17
o21ai_0                0.17
o311ai_0               0.33
clkdlybuf4s50_1        0.53
-- power groups by stage --
stage / logic (mW) / clock network (mW) / registers, mW
CTS: 0.799 / 0 / 0
global route: 0.906 / 0 / 0
finish: 0.783 / 0 / 0
-- routing by layer --
layer  up-vias  global-route usage [%]  wire (um)
li1       1093                       -          -
met1      1077                    31.1       2380
met2        26                    41.6       2970
met3         0                    3.19        149
met4         0                       0          0
met5         -                       0          0
-- cell type report --
cell class | instances | area, um2
inverters | 81 | 304
fillers | 538 | 2240
repair buffers | 36 | 360
well taps | 72 | 90.1
multi-input cells | 253 | 2580
-- cell usage in the layout (no fill, tap or decap), drive strengths merged, types with 2 or more instances in the layout --
cell / count
nand4: 4
a211oi: 2
clkdlybuf4s50: 36
and2: 58
nor2: 20
o21ai: 7
inv: 81
nor3: 3
a21o: 5
nand2: 15
xor2: 4
a21oi: 12
fa: 59
xnor2: 13
ha: 36
o21bai: 2
nor2b: 2
Power figures rest on the tool's default switching activity, not on a simulated workload.
