`flow/config.mk`:
```
export PLATFORM = sky130hd
export DESIGN_NAME = mac_calculator_layer_2
export DESIGN_NICKNAME = mac_calculator_layer_2
export VERILOG_FILES = /design/flow/design.v
export SDC_FILE = /design/flow/constraint.sdc
export NUM_CORES = 4
export LEC_CHECK = 1
export CORE_UTILIZATION = 40
```
`flow/constraint.sdc`:
```
current_design mac_calculator_layer_2

set clk_period 20.3
set clk_io_pct 0.2

create_clock -name clk0 -period $clk_period [get_ports {clk}]

set non_clock_inputs [all_inputs -no_clocks]
set_input_delay [expr $clk_period * $clk_io_pct] -clock clk0 $non_clock_inputs
set_output_delay [expr $clk_period * $clk_io_pct] -clock clk0 [all_outputs]
```
`flow/design.v`:
```
module mac_calculator_layer_2	#(parameter number_inputs = 5,       
                                parameter input_size = 59,	              	 
              	    				        	parameter tree_layers = 3				             		 
		              				         )						                                   		 
			      (
			      input  wire signed[(number_inputs * input_size) - 1 : 0] in, 
					input clk,
				  output wire signed[(input_size + tree_layers)-1 :0] out
				  );
wire signed [input_size-1 :0] number_1 = in[(1*input_size)-1 : 0*input_size];
wire signed [input_size-1 :0] number_2 = in[(2*input_size)-1 : 1*input_size];
wire signed [input_size-1 :0] number_3 = in[(3*input_size)-1 : 2*input_size];
wire signed [input_size-1 :0] number_4 = in[(4*input_size)-1 : 3*input_size];
wire signed [input_size-1 :0] number_5 = in[(5*input_size)-1 : 4*input_size];
wire signed [input_size + 1 :0] adder_1_layer_1;							 
wire signed [input_size + 1 :0] adder_2_layer_1;					 
	(*keep="true"*)
reg signed [input_size + 1 :0] postpipe_1_layer_1;
reg signed [input_size + 1 :0] postpipe_2_layer_1;			 
assign adder_1_layer_1   = (number_1  + number_2)   + (number_3  + number_4)   ;
assign adder_2_layer_1   =  number_5;
always @ (posedge clk)
begin
		postpipe_1_layer_1 <= adder_1_layer_1;
		postpipe_2_layer_1 <= adder_2_layer_1;
end
assign out = (postpipe_1_layer_1  + postpipe_2_layer_1) ;
endmodule 
```
`flow/run.sh`:
```
#!/bin/bash
# OpenROAD 26Q1-2900-gdf79404cd8, Yosys 0.63+post, stock flow scripts
make -C /OpenROAD-flow-scripts/flow DESIGN_CONFIG=/design/flow/config.mk WORK_HOME=/design/flow/orfs finish
```
==> impl_metrics.json <==
{
  "synthCells": 1651,
  "wl_per_cell_um": 14.98,
  "dp_hpwl_um": 32190,
  "outcome": "finished clean",
  "total_power_mw": 2.315,
  "synth.avg_cell_area_um2": 8.045,
  "drcViolationCount": 0,
  "yosys_area_mm2": 0.01328,
  "setup_viol": 0,
  "worst_pin_slew_ns": 0.5484,
  "n_fill_cell": 3042,
  "antennaDiodeCount": 0,
  "numCtsBuffers": 17,
  "switching_power_mw": 1.001,
  "clkTransAtPathRegs_ns": 0.06,
  "drt_first_iter_violations": 617,
  "yosysTopAreaCellShare_pct": 18.09,
  "finalSetupTns_ns": 0,
  "ant_nets": 0,
  "intPower_mw": 1.314,
  "yosys_cells": 1651,
  "cp_num_buf_inv": 3,
  "critical_path.cell_chain": "clkdlybuf4s50_1 -> inv_1 -> fa_1 -> fa_1 -> inv_1 -> ha_1 -> nand4_1 -> nor4_2 -> o2111ai_1 -> nand3_1 -> o2111ai_1 -> a2111oi_2 -> o21ai_1 -> a211oi_1 -> o22ai_1 -> xnor2_1",
  "fp_util_pct": 40.72,
  "die_w_um": 184.2,
  "p_sw_share_pct": 43.22,
  "htreeDepth": 4,
  "ctsLongestPathBuffers": 2,
  "ff_type": "dfxtp_1",
  "grtUsageTotal_pct": 22.67,
  "drv_slew": 0,
  "p_per_area_mw_per_mm2": 130.1,
  "num_rows": 66,
  "total_leakage_power_nw": 8.601,
  "layout-drive-gt1-share_pct": 2.408,
  "finish.utilization_pct": 54.57,
  "hp-class": "in -> reg",
  "cts_setup_buffers": 0,
  "overflow": 0,
  "drt-total-wl_um": 36470,
  "die_h_um": 184.2,
  "core_area_mm2": 0.03262,
  "die_area_mm2": 0.03394,
  "grt_max_degree": 17,
  "yosysUniqueCellTypes": 65,
  "crit_family": "AND-OR/OR-AND gates",
  "async_reset_ff_share_pct": 0,
  "max_stage_delay_ns": 0.55,
  "slew_headroom_pct": 63.19,
  "routed-via-count": 11980,
  "edf_count": 0,
  "grt_pass1_vias": 11660,
  "synth_area_mm2": 0.01328,
  "pwr-share-clk_pct": 12.9,
  "seq_area_frac_synth_pct": 18.09,
  "peakVddDrop_mv": 0.05942,
  "fmax_mhz": 114.9,
  "yosys_warnings": 1,
  "routabilityCongestion": 0.9317,
  "cts_root_buf": "clkbuf_16",
  "finalWorstPathRequiredPeriod_ns": 8.707,
  "worst-endpoint-arrival_ns": 9.00,
  "cts_resized": 0,
  "cp-start-kind": "input port",
  "holdWs_ns": 4.085,
  "hold_violations": 0,
  "cts_hold_buf": 0,
  "yosysTopAreaCell": "dfxtp_1",
  "cts.sinks": 120,
  "cts_tree": "done",
  "port_buffers": 357,
  "slowest_stage": "nor4_2",
  "avgViaCountPerCell": 4.920,
  "crit_path_max_fanout": 8,
  "pwr-share-seq_pct": 15.0,
  "crit_type": "in -> reg",
  "warning_count": 25,
  "grt_pass1_wl_um": 58770,
  "area_growth_pct": 34.02,
  "end_kind": "register",
  "antenna_found_initial": 0,
  "drv_cap": 0,
  "area_leaders": "dfxtp_1 18%, fa_1 18%, ha_1 11%, inv_1 11%, a21oi_1 5.3%",
  "place_ws_ns": 11.36,
  "dr.pass1.iters": 5,
  "period_used_pct": 42.89,
  "layout_setup_ws_ns": 11.59,
  "power_frac_comb_pct": 72.1,
  "crit_required_ns": 20.59,
  "io_pins": 358,
  "synth_flops": 120,
  "rsz0062_at_grt": "no"
}
==> cell usage in the layout, fill, tap and decap left out, types with 4 or more instances in the layout <==
master / count
a21o_1: 72
nor2b_1: 11
o21ai_0: 78
o2111ai_1: 5
a221oi_1: 4
nand2b_1: 11
clkdlybuf4s50_1: 357
a21boi_0: 7
xnor2_1: 73
clkbuf_8: 5
nand4_1: 29
nor3_1: 18
o21a_1: 12
a31oi_1: 21
o21bai_1: 31
o21ai_1: 7
o31ai_1: 6
inv_1: 374
o211ai_1: 10
nor4_1: 4
xor2_1: 42
nand3_1: 28
a21oi_1: 140
a211oi_1: 9
dfxtp_1: 120
nand2_1: 110
ha_1: 121
nor2_1: 66
clkbuf_16: 17
and2_1: 9
and3_1: 13
fa_1: 120
==> metal layers <==
layer  share of wire [%]  GRT usage, %  up-vias
met5                   0             0        -
met1                  47         34.10     5523
li1                    -             -     6070
met3                 7.0         4.667       30
met2                  45         35.18      358
met4                 1.7         3.300        0
==> path summary, 6_finish.rpt <==
| check | start | endpoint | slack [ns] | cells after the start |
|---|---|---|---|---|
| worst max-delay path | in[24] | postpipe_1_layer_1[60]$_DFF_P_ | 11.59 | 16 |
| worst min-delay path | in[239] | postpipe_2_layer_1[3]$_DFF_P_ | 4.08 | 1 |
==> power by group through the flow <==
stage	clock network (mW)	registers [mW]	logic [mW]
CTS	0.304	0.348	1.68
global route	0.317	0.354	1.85
finish	0.298	0.348	1.67
==> area by class of cell <==
type,instances,area (µm²),share of cell area [%]
Clock buffer,25,505.5,2.840
Sequential cell,120,2402,13.50
Multi-Input combinational cell,1109,9264,52.05
Inverter,374,1404,7.887
Timing Repair Buffer,358,3581,20.12
Clock inverter,7,90.09,0.5061
Tap cell,442,553.0,3.107
==> cell families after synthesis <==
group	Yosys count	synth area share, %
DFF	120	18.09
adders and majority gates	241	29.49
buffers and inverters	422	12.16
AOI/OAI and AO/OA	438	21.20
xor gates and xnor gates	115	7.584
and+or+nand+nor	315	11.48
==> flip-flops by register name (all words and copies together), names as in the netlist <==
| register | cells |
|---|---|
| postpipe_1_layer_1 | 61 |
| postpipe_2_layer_1 | 59 |
==> cell usage after synthesis, drive strengths merged, types with 35 or more instances <==
library cell    n
nand2         110
a21oi         142
xor2           42
clkbuf         35
nor2           66
ha            121
a21o           73
xnor2          73
o21ai          87
dfxtp         120
inv           374
fa            120
==> per-stage QoR <==
step | cell area, µm² | instances
final | 17800 | 2435
after global routing | 17800 | 2435
after CTS | 17800 | 2435
after detailed placement | 17200 | 2403
after global placement | 17200 | 2403
after floorplan | 13280 | 1651
Power is estimated from default activity; no workload was simulated.
